==> flow/design.v <==
module dff (
    input D,       
    input CLK,     
    input RESET,   
    output reg Q   
);
    always @(posedge CLK or posedge RESET)
    begin
        if(RESET == 1'b1) 
            Q <= 1'b0;   
        else 
            Q <= D;      
    end
endmodule
module machine_d(
    input wire x,
    input wire CLK,
    input wire RESET,
    output wire F,
    output wire [2:0] S
);
    wire Q2, Q1, Q0;   
    wire D2, D1, D0;   
    assign S = {Q2, Q1, Q0};
    dff ff2 ( 
        .D(D2), 
        .CLK(CLK), 
        .RESET(RESET), 
        .Q(Q2) );
    dff ff1 ( 
        .D(D1), 
        .CLK(CLK), 
        .RESET(RESET), 
        .Q(Q1) );
    dff ff0 ( 
        .D(D0), 
        .CLK(CLK), 
        .RESET(RESET), 
        .Q(Q0) );
    wire d2_1, d2_2, d2_3;
    wire d1_1, d1_2, d1_3;
    wire d0_1, d0_2;
    wire not_x, not_Q2, not_Q1, not_Q0;
    not (not_x, x);
    not (not_Q2, Q2);
    not (not_Q1, Q1);
    not (not_Q0, Q0);
    and d2_1_g (d2_1, Q2, not_Q1, not_Q0);      
    and d2_2_g (d2_2, not_Q1, Q0, x);      
    and d2_3_g (d2_3, not_Q2, Q1, Q0, not_x);           
    or  d2_f (D2, d2_1, d2_2, d2_3);   
    and d1_1_g (d1_1, not_Q2, not_Q0, x);     
    and d1_2_g (d1_2, not_Q2, Q1, Q0);                
    and d1_3_g (d1_3, Q2, not_Q1, not_Q0, not_x); 
    or  d1_f (D1, d1_1, d1_2, d1_3);    
    and d0_1_g (d0_1, not_Q2, not_Q0);         
    and d0_2_g (d0_2, not_Q1, not_Q0, x); 
    or  d0_f (D0, d0_1, d0_2);          
    and out_f (F, Q2, Q1, not_Q0);
endmodule
==> flow/run.sh <==
#!/bin/bash
# OpenROAD 26Q1-2900-gdf79404cd8, Yosys 0.63+post, stock flow scripts
make -C /OpenROAD-flow-scripts/flow DESIGN_CONFIG=/design/flow/config.mk WORK_HOME=/design/flow/orfs finish
==> flow/config.mk <==
export PLATFORM = sky130hd
export DESIGN_NAME = machine_d
export DESIGN_NICKNAME = machine_d
export VERILOG_FILES = /design/flow/design.v
export SDC_FILE = /design/flow/constraint.sdc
export NUM_CORES = 4
export LEC_CHECK = 1
export CORE_AREA = 10 10 70 70
export DIE_AREA = 0 0 80 80
==> flow/constraint.sdc <==
current_design machine_d

set clk_period 1.9
set clk_io_pct 0.2

create_clock -name clk0 -period $clk_period [get_ports {CLK}]

set non_clock_inputs [all_inputs -no_clocks]
set_input_delay [expr $clk_period * $clk_io_pct] -clock clk0 $non_clock_inputs
set_output_delay [expr $clk_period * $clk_io_pct] -clock clk0 [all_outputs]
==> reports/qor.log <==
[layout] share of layout cells above drive strength 1 13.04%
[yosys] average size of a mapped cell 10.56 um2
[global_routing] total global routing track utilization 1.274%
[clock_tree] clk buf depth 2
[yosys] yosys stat area 168.9 um2
[clock_tree] CTS tree yes
[final_timing] final hold vios 0
[yosys] number of cell instances after yosys synthesis 16
[clock_tree] clk latency late pin 230 ps
[global_routing] number of global-route vias before repair 132
[final_timing] share of the clock period used by the worst path after layout 90.67%
[drt] WL/cell 5.681 um
[layout] Filler cells 404
[setup_path] cells on worst reg2reg path 2
[yosys] Seq/Total Area, Yosys 44.44%
[drt] count of inserted antenna diode cells 0
[yosys] cell area after technology mapping 168.9 um2
[layout] area growth from synthesis to layout 71.85%
[floorplanning] Boundary Pins 7
[clock_tree] clock root cell sky130_fd_sc_hd__clkbuf_4
[final_timing] normalized max-slew margin 83.88%
[setup_path] startpoint of the worst setup timing path ff0.Q$_DFF_PP0_
[final_timing] min cycle time layout 1723 ps
[floorplanning] Site Rows 21
[final_timing] final tally of setup violations 0
[setup_path] Worst Path Class, Setup flop to output port
[setup_path] end point of the critical path F
[global_routing] largest net degree at the start of global routing 8
[clock_tree] # hold bufs at CTS 0
[layout] top logic cell by instance count in the layout sky130_fd_sc_hd__clkdlybuf4s50_1
[layout] Register Area 75.07 um2
[setup_path] slowest CP cell sky130_fd_sc_hd__clkdlybuf4s50_1
[clock_tree] number of setup buffers added after CTS 0
[clock_tree] Sink Count 3
[drt] detailed router's first-iteration violation count 4
[drt] number of optimization iterations in the first detailed-route pass 2
[global_routing] wire length of the first global-routing pass 593 um
[yosys] number of distinct library cell variants in the gate-level netlist after synthesis 11
[job] MaxCap Viol Count 0
[floorplanning] die height 80 um
[placement] Setup WS pre-CTS 325.1 ps
[clock_tree] Resized cells post-CTS 0
[clock_tree] clock edge transition at the registers on the reported setup and hold paths 40 ps
[setup_path] data arrival time at the worst-slack endpoint 1340 ps
[power] worst voltage drop across the vdd grid 0.0002250 V
[layout] most frequent cells in the layout sky130_fd_sc_hd__clkdlybuf4s50_1, sky130_fd_sc_hd__clkbuf_4, sky130_fd_sc_hd__dfrtp_1
[setup_path] Reg2Reg Setup Slack 790 ps
[drt] routed vias/inst 1.913
[global_routing] final global-route overflow total 0
[power] Pleak 0.1103 nW
[placement] routability congestion estimate 0.6415
[power] total power density per cell area 1277 nW/um2
[setup_path] list of cells traversed by the critical path and3b_1 > clkdlybuf4s50_1
[worst_hold_path] class of the tightest hold or removal check input port to asynchronous set/reset pin
[clock_tree] H-Tree Level Count 1
[setup_path] critical-path maximum fanout 7
[floorplanning] core region area 3416 um2
[final_timing] Final Worst Setup Slack 177.3 ps
[setup_path] worst flop-to-flop path endpoint ff1.Q$_DFF_PP0_
[final_timing] final clock skew 0.7997 ps
[setup_path] type of element capturing the critical path output port
[setup_path] worst flop-to-flop path startpoint ff1.Q$_DFF_PP0_
[floorplanning] floorplan die width 80 um
[floorplanning] Init Core Util 4.945%
[layout] MI comb area 63.81 um2
[run_status] result of the run complete, no violations
[drt] routed wire length 392 um
[final_timing] accumulated negative setup slack 0 ps
[global_routing] antenna violations before repair 0
[yosys] yosys synthesis warning count 1
[job] tool warning count 25
[clock_tree] number of buffers inserted during clock tree synthesis 3
[yosys] Gate Count Post-Synth 16
[yosys] register bit count reported by yosys 3
[final_timing] f_max 580.5 MHz
[setup_path] peak per-stage delay on the critical path 450 ps
[drt] antenna viol nets, final 0
[final_timing] transition time at the pin with the least slew margin 238.0 ps
[final_timing] count of pins over their slew limit 0
[final_timing] Min Hold Slack 329.0 ps
[drt] vias post-DR 132
[setup_path] CP startpoint kind flop
[drt] residual DRC count 0
[setup_path] required time at the endpoint of the critical path 1520 ps
[final_timing] setup repair after global routing missed its margin false
[placement] count of input and output buffers 6
[floorplanning] die area 6400 um2
## flip-flops by register name, indices dropped and copies added (netlist names)
name,count
ff1.Q,1
ff2.Q,1
ff0.Q,1
## cell usage after synthesis, drive strengths merged
library cell  number  area, um2
a21oi              1      5.000
dfrtp              3      75.07
buf                3      22.52
or4b               1      10.01
or2b               1      7.510
mux2i              1      10.01
and3b              1      8.760
o311ai             1      8.760
o22ai              1      6.260
nand3b             1      7.510
inv                2      7.510
## report_power, final
group / internal (mW) / switching [mW]
logic: 0.0936 / 0.0267
clock network: 0.0787 / 0.0324
registers: 0.0949 / 0.0444
total: 0.267 / 0.103
## worst min-delay path by stage
stage                  from  cells past startpoint         endpoint
final                 RESET                      2  ff2.Q$_DFF_PP0_
after CTS             RESET                      2  ff2.Q$_DFF_PP0_
after global routing  RESET                      2  ff2.Q$_DFF_PP0_
## layout make-up
cell class | count | area share, %
Multi-Input combinational cell | 8 | 21.98
Inverter | 2 | 2.586
Timing Repair Buffer | 6 | 20.69
Sequential cell | 3 | 25.86
Tap cell | 46 | 19.83
Clock buffer | 4 | 9.052
## cell families (layout without fill, tap and decap cells)
group | after synthesis | after routing | share of synthesized area [%]
multiplexers | 1 | 1 | 5.926
buffers and inverters | 5 | 12 | 17.78
AND-OR/OR-AND | 3 | 3 | 11.85
flip-flops | 3 | 3 | 44.44
AND/OR/NAND/NOR | 4 | 4 | 20.00
## stage by stage
stage / util [%] / power (mW) / instances / area [um2]
after floorplan: - / 0.2147 / 16 / 168.9
after global routing: 8.498 / 0.4078 / 69 / 290.3
after CTS: 8.498 / 0.3824 / 69 / 290.3
final: 8.498 / 0.3706 / 69 / 290.3
after global placement: 7.729 / 0.2585 / 65 / 264.0
after detailed placement: 7.729 / 0.2633 / 65 / 264.0
## worst max-delay path: cells and delay by family (launching register included)
family	cells	cell delay, ps
buffers and inverters	1	450
and+or+nand+nor	1	230
DFF	1	430
## per-layer routing
metal	vias to the layer above	wire length (um)	track usage, %
met5	-	0	0
met3	0	108	1.932
met4	0	0	0.7042
li1	69	-	-
met1	54	174	1.264
met2	9	109	1.204
Power figures rest on the tool's default switching activity, not on a simulated workload.
