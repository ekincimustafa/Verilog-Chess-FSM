**design/flow/run.sh**
```bash
#!/bin/bash
# OpenROAD 26Q1-2900-gdf79404cd8, Yosys 0.63+post, stock flow scripts
make -C /OpenROAD-flow-scripts/flow DESIGN_CONFIG=/design/flow/config.mk WORK_HOME=/design/flow/orfs finish
```
**design/flow/config.mk**
```make
export PLATFORM = sky130hd
export DESIGN_NAME = machine_jk
export DESIGN_NICKNAME = machine_jk
export VERILOG_FILES = /design/flow/design.v
export SDC_FILE = /design/flow/constraint.sdc
export NUM_CORES = 4
export LEC_CHECK = 1
export CORE_AREA = 10 10 70 70
export DIE_AREA = 0 0 80 80
```
**design/flow/constraint.sdc**
```tcl
current_design machine_jk

set clk_period 1.3
set clk_io_pct 0.2

create_clock -name clk0 -period $clk_period [get_ports {CLK}]

set non_clock_inputs [all_inputs -no_clocks]
set_input_delay [expr $clk_period * $clk_io_pct] -clock clk0 $non_clock_inputs
set_output_delay [expr $clk_period * $clk_io_pct] -clock clk0 [all_outputs]
```
**design/flow/design.v**
```verilog
module jkff (
    input J,       
    input K,       
    input CLK,     
    input RESET,   
    output reg Q   
);
    always @(posedge CLK or posedge RESET) begin
        if (RESET) begin
            Q <= 1'b0;
        end else begin
            case ({J, K})
                2'b00: Q <= Q;       
                2'b01: Q <= 1'b0;    
                2'b10: Q <= 1'b1;    
                2'b11: Q <= ~Q;      
            endcase
        end
    end
endmodule
module machine_jk(
    input wire x,
    input wire CLK,
    input wire RESET,
    output wire F,
    output wire [2:0] S
);
    wire Q2, Q1, Q0;
    wire J2, K2, J1, K1, J0, K0;
    assign S = {Q2, Q1, Q0};
    jkff ff2 (
        .J(J2), 
        .K(K2), 
        .CLK(CLK), 
        .RESET(RESET), 
        .Q(Q2)
    );
    jkff ff1 (
        .J(J1), 
        .K(K1), 
        .CLK(CLK), 
        .RESET(RESET), 
        .Q(Q1)
    );
    jkff ff0 (
        .J(J0), 
        .K(K0), 
        .CLK(CLK), 
        .RESET(RESET), 
        .Q(Q0)
    );
    wire not_x, not_Q2, not_Q1, not_Q0;
    not (not_x, x);
    not (not_Q2, Q2);
    not (not_Q1, Q1);
    not (not_Q0, Q0);
    wire j2_1, j2_2;
    and (j2_1, not_Q1, Q0, x);
    and (j2_2, Q1, Q0, not_x);
    or  (J2, j2_1, j2_2);
    or  (K2, Q1, Q0);
    wire j1_1, j1_2;
    and (j1_1, not_Q2, not_Q0, x);
    and (j1_2, Q2, not_Q0, not_x);
    or  (J1, j1_1, j1_2);
    or  (K1, Q2, not_Q0);
    wire j0_1;
    and (j0_1, not_Q1, x);
    or  (J0, not_Q2, j0_1);
    assign K0 = 1'b1;  
    and (F, Q2, Q1, not_Q0);
endmodule
```
==> out/results.ini <==
[floorplan]
ios=7
fp_util_pct=5.421
dieArea_um2=6400
core_um2=3416
rows=21
dieWidth_um=80
die_h_um=80

[worst_setup_path]
path_max_fanout=6
cpMaxStageDelayCell=or3_1
path_cells=buf_6 > buf_6 > and4bb_1 > or3_1
r2r_start=ff2.Q
end_kind=flop
cp_common_cell=buf_6
crit_type=flop to flop
arrival_ns=1.34
worstPathRequired_ns=1.40
slowest_delay_ns=0.36
startpoint=ff2.Q
crit_path_start_kind=flop

[route]
wl_per_cell_um=6.413
drt-met1-wl_um=227
dr_wl_met2_um=145
ant_nets=0
top_layer_used=met4
wl_um=481
met3_length_um=74
drtIter0Drc=5
drc=0
via_per_inst=2.280
diodes=0
dr.pass1.iters=3
vias=171

[sta]
worst_pin_slew_ns=0.1888
fmax_mhz=810.5
finClkSkew_ns=0.0006176
fin_crit_ns=1.234
grt_setup_unrepaired=no
setup_violations=0
fin_tns_setup_ns=0
relSlewSlack_pct=87.31
hold_viol=0
drv_slew=0
whs_ns=0.2055
period_used_pct=94.91

[power_and_ir_drop]
p_int_mw=0.4632
powerDensity_nw_per_um2=1854
power.leakage_nw=0.1539
switchingPower_mw=0.1862
seqPwrFrac_pct=24.8
p_comb_share_pct=50.5
ir_drop_mv=0.3684
pwr-share-clk_pct=24.7
sw_frac_of_total_pct=28.68

[global_route]
grt_pass1_wl_um=745
antenna_found_initial=0
grt_max_degree=7
first_global_vias=186
grt_overflow=0
grt_usage_pct=1.437

[cts]
cts_root_buffer=clkbuf_4
hold_buffers=0
path_clk_slew_ns=0.04
cts_tree=done
clock_sinks=3
cts_buffer_depth=2
htree_levels=1
clock_latency_ns=0.23
cts_buffers=3

[place]
gp_congestion=0.6966
dp_hpwl_um=352.8
io_buffers=6

[yosys]
synth_cell_types=12
top_area_share_pct=40.54
syn-instance-count=17
yosysWarnings=1
yosys_cells=17
syn_area_um2=185.2
ys.flops=3
topCellsByArea=dfrtp_1 (41%), and4bb_1 (14%), buf_4 (12%)
ys_seq_share_pct=40.54
synth_area_leader_cell=dfrtp_1
syn_avg_cell_area_um2=10.89
yosys-stat-area_um2=185.2

[final_layout]
drive_above_1_share_pct=34.48
area_growth_syn_to_layout_pct=89.19

[flow_run]
warnings=26
maxCapViolCount=0

[outcome]
outcome=finished clean

[min_path]
holdCritPathClass=input pin to asynchronous set/reset pin

repair_timing:
action                                 CTS  global route
gates resized                            7             3
pin swaps                                0             2
endpoints found under the hold margin    0             0
setup endpoints to repair                4             2
setup buffers                            3             0
sequential cells by signal, indices dropped and copies added (netlist names):
signal	flops
ff0.Q	1
ff2.Q	1
ff1.Q	1
layout make-up:
class | instances | area (um^2)
inverters | 1 | 3.754
multi-input cells | 10 | 83.83
clock buffers | 4 | 26.28
well taps | 46 | 57.56
fillers | 407 | 3065
repair buffers | 11 | 103.9
flip-flops and latches | 3 | 75.07
cells in the mapped netlist, drive strengths merged:
cell type  number
and3b           1
nand2b          1
and4bb          2
buf             3
inv             1
nand3b          1
xnor2           1
o31ai           1
dfrtp           3
or3             1
nor3b           1
a21oi           1
logic make-up after synthesis:
| group | Yosys count | share of synthesized area (%) |
|---|---|---|
| AND-OR/OR-AND | 2 | 6.756 |
| XOR/XNOR | 1 | 4.731 |
| buffers and inverters | 4 | 14.19 |
| AND/OR/NAND/NOR | 7 | 33.79 |
| flip-flops | 3 | 40.54 |
cells in the final DEF (no fill, tap or decap):
cell             count
xnor2_1              1
nor3b_1              1
and4bb_1             2
clkbuf_4             3
buf_4                1
dfrtp_1              3
dlygate4sd2_1        3
clkdlybuf4s50_1      2
and3b_2              1
clkbuf_1             1
inv_1                1
nand3b_1             1
clkbuf_2             1
o31ai_1              1
a21oi_1              1
nand2b_1             1
buf_6                4
or3_1                1
per-layer routing:
metal	up-vias	global-route usage, %
met5	-	0
met4	0	1.408
met3	2	0.9091
met2	8	1.605
met1	80	1.732
li1	81	-
worst max-delay path: cells and delay by family, from the launching register on:
family | cells | cell delay, ns
AND/OR/NAND/NOR | 2 | 0.56
flip-flops | 1 | 0.34
buffers and inverters | 2 | 0.20
metrics by stage:
step           setup slack, ns  cells  total power, mW  cell area (um^2)  util, %
2_1_floorplan           0.2076     17           0.3228             185.2        -
3_3_place_gp           -0.1129     70           0.4523             310.3    9.084
3_5_place_dp           -0.1437     70           0.4595             310.3    9.084
4_1_cts               -0.02036     77           0.6892             365.4    10.70
5_1_grt                0.02054     75           0.7030             350.3    10.26
6_report               0.06616     75           0.6494             350.3    10.26
power groups by stage:
stage         clock network [mW]  logic (mW)  registers [mW]
CTS                        0.171       0.357           0.161
global route               0.179       0.359           0.165
finish                     0.161       0.328           0.161
final timing paths:
path | slack [ns] | endpoint | depth (start not counted)
max | 0.07 | ff2.Q | 4
min | 0.21 | ff0.Q | 2
max reg2reg | 0.07 | ff2.Q | 4
min reg2reg | 0.56 | ff0.Q | 2
max in group asynchronous | 0.97 | ff2.Q | 2
min in group clk0 | 0.56 | ff0.Q | 2
Power is estimated from default activity; no workload was simulated.
